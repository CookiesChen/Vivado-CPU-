--- config.mk ---
export PLATFORM = sky130hd
export DESIGN_NAME = PC
export DESIGN_NICKNAME = PC
export VERILOG_FILES = /design/flow/design.v
export SDC_FILE = /design/flow/constraint.sdc
export NUM_CORES = 4
export LEC_CHECK = 1
export CORE_UTILIZATION = 30
--- run.sh ---
#!/bin/bash
# OpenROAD 26Q1-2900-gdf79404cd8, Yosys 0.63+post, stock flow scripts
make -C /OpenROAD-flow-scripts/flow DESIGN_CONFIG=/design/flow/config.mk WORK_HOME=/design/flow/orfs finish
--- design.v ---
`timescale 1ns / 1ps
module PC(
    input CLK,
    input RST,
    input PCWre,
    input [31:0] PC_in,
    output reg [31:0] addr,
    output reg [31:0] PC4
);
    initial begin
        addr = 0;
        PC4 = 0;
    end
    always @(posedge CLK) begin
        if(RST == 0) begin
            addr = 0;
            PC4 = 4;
        end else if(PCWre == 1) begin
            addr = PC_in;
            PC4 = PC_in + 4;
        end
    end
endmodule
--- constraint.sdc ---
current_design PC

set clk_period 7.3
set clk_io_pct 0.2

create_clock -name clk0 -period $clk_period [get_ports {CLK}]

set non_clock_inputs [all_inputs -no_clocks]
set_input_delay [expr $clk_period * $clk_io_pct] -clock clk0 $non_clock_inputs
set_output_delay [expr $clk_period * $clk_io_pct] -clock clk0 [all_outputs]
==> impl_metrics.py <==
# Generated from Yosys and OpenROAD reports
metrics = {
    "cts": {
        "cts_setup_buffers": 0,
        "hold_buffers": 0,
        "clock_path_buffers": 2,
        "clock-sinks": 62,
        "clockRootBuffer": "clkbuf_8",
        "worstSkewPairLatency_ns": 0.33,
        "path_clk_slew_ns": 0.06,
        "cts_tree": "built",
        "h-tree-depth": 3,
        "numCtsBuffers": 9,
        "cts_resized": 0,
    },
    "logic_synthesis": {
        "edf_count": 0,
        "ys_seq_share_pct": 43.9,
        "yosys.area.top_type": "dfxtp_1",
        "syn_area_um2": 2830,
        "ys_area_um2": 2830,
        "synth.most_common_cell": "dfxtp_1",
        "common_cells": "dfxtp_1 (62), nor2_1 (38), mux2i_1 (28), nand2_1 (24), o21ai_0 (19)",
        "yosys-stat-cells": 329,
        "yosysUniqueCellTypes": 40,
        "synthArstFlopShare_pct": 0,
        "ys_warn_count": 1,
        "ys.flop_type": "dfxtp_1",
        "syn_area_per_cell_um2": 8.59,
        "synth_flops": 62,
        "syn_inst": 329,
        "top_area_share_pct": 43.9,
        "top_cells_by_area": "dfxtp_1 (44%), mux2i_1 (9.9%), nor2_1 (5.0%), o21ai_0 (3.4%), nand2_1 (3.2%)",
    },
    "critical_path": {
        "worstPathRequired_ns": 7.52,
        "worstPathArrival_ns": 3.78,
        "worst-setup-path-type": "in2reg",
        "critPathLaunchType": "input pin",
        "rr_endpoint": "PC4[26]",
        "cp-end-kind": "register",
        "rr_worst_depth": 3,
        "critical_path.max_stage_delay_ns": 0.78,
        "cp_max_fo": 8,
        "worstReg2RegStart": "PC4[26]",
        "cpMaxStageDelayCell": "nor4_2",
        "r2r_slack_ns": 6.43,
        "cp_cell_sequence": "clkdlybuf4s50_1 -> ha_1 -> nand4_1 -> nor4_2 -> mux2i_1 -> nand3_1",
        "critPathLaunch": "PC_in[3]",
    },
    "outcome": {
        "outcome": "complete, no violations",
    },
    "timing": {
        "worst_pin_slew_ns": 0.828,
        "maxSlewViolCount": 0,
        "fmax_ghz": 0.281,
        "min_period_over_period_pct": 48.8,
        "hold_viol_final": 0,
        "finalSetupTns_ns": 0,
        "hold_slack_ns": 0.471,
        "finalSetupViolCount": 0,
        "rsz0062_at_grt": "no",
        "period_needed_ns": 3.56,
        "relSlewSlack_pct": 44.5,
        "finClkSkew_ns": 0,
    },
    "floorplan": {
        "rows": 35,
        "die_x_um": 99.1,
        "fp_util_pct": 30.7,
        "die_h_um": 99.1,
        "dieArea_um2": 9810,
        "core_um2": 9200,
        "pin_count": 99,
    },
    "pwr": {
        "peakVddDrop_mv": 0.113,
        "leakagePower_uw": 0.00149,
        "p_per_area_nw_per_um2": 192,
    },
    "global_route": {
        "grt_max_degree": 50,
        "antenna_found_initial": 0,
        "grt_pass1_vias": 2467,
        "grt_usage_pct": 16.6,
        "gr-total-overflow": 0,
        "grt_pass1_wl_mm": 12.8,
    },
    "routing": {
        "vias": 2685,
        "n_antenna_cell": 0,
        "drt_iter0_markers": 124,
        "drtPass1Iterations": 4,
        "via_per_inst": 5.08,
        "drc_errors": 0,
        "post_drt_wl_per_cell_um": 15.0,
        "postRouteAntennaNets": 0,
        "wirelength_mm": 7.93,
    },
    "hold_path": {
        "hold_depth": 2,
        "min_from": "addr[2]",
        "min_to": "addr[2]",
        "hold_path.class": "reg2reg",
    },
    "run": {
        "cap_violations": 0,
        "tool_warnings": 25,
    },
    "placed_design": {
        "routabilityCongestion": 0.790,
        "portBuffers": 98,
        "hpwl_mm": 5.60,
    },
    "cells_and_area": {
        "syn_to_final_growth_pct": 42.6,
        "fillers": 889,
        "layout-drive-gt1-share_pct": 4.55,
    },
}
==> state kept, by name (all words and copies together), names as in the netlist <==
register  count
addr         32
PC4          30
==> cell usage in the layout (no fill, tap or decap), types with 2 or more instances in the layout <==
master,netlist,layout
a211oi_1,5,5
a21oi_1,16,16
a31oi_1,4,4
a41oi_1,2,2
and3_1,2,2
and4_1,2,2
buf_4,2,4
clkbuf_8,0,12
clkdlybuf4s50_1,0,97
dfxtp_1,62,62
inv_1,11,11
mux2i_1,28,28
nand2_1,24,24
nand3_1,13,13
nand4_1,14,14
nor2_1,38,38
nor3_1,11,11
nor4_1,9,9
o211ai_1,3,3
o21ai_0,19,19
o311a_1,2,2
o31ai_1,3,3
o32a_1,3,3
or3_1,3,3
or4_1,4,4
xnor2_1,8,8
xor2_1,5,5
==> worst max path at each step <==
stage	endpoint	slack, ns	cells after the start
4_1_cts	PC4[20]	3.78	6
5_1_grt	PC4[20]	3.56	6
6_report	PC4[20]	3.74	6
==> cells by family (layout without fill, tap and decap cells) <==
logic type                 after synthesis  after routing  share of synthesized area [%]
and+or+nand+nor                        125            125                           22.3
AOI/OAI and AO/OA                       62             62                           13.9
DFF                                     62             62                           43.9
buffers and inverters                   38            127                           5.49
muxes                                   28             28                           9.92
xor gates and xnor gates                13             13                           4.03
adders and majority gates                1              1                          0.443
==> final cells by class <==
| class | instances | area [um^2] | area share [%] |
|---|---|---|---|
| well taps | 111 | 139 | 3.45 |
| flip-flops and latches | 62 | 1240 | 30.8 |
| repair buffers | 101 | 1000 | 24.8 |
| clock buffers | 13 | 169 | 4.19 |
| inverters | 12 | 45.0 | 1.12 |
| clock inverters | 1 | 5.00 | 0.124 |
| multi-input cells | 229 | 1430 | 35.5 |
==> per-stage QoR <==
stage / cell area, um^2 / cells / total power, uW / setup WS (ns) / utilization, %
global placement: 3860 / 515 / 510 / 3.51 / 41.9
finish: 4030 / 529 / 774 / 3.74 / 43.8
CTS: 4030 / 529 / 784 / 3.78 / 43.8
detailed placement: 3860 / 515 / 510 / 3.40 / 41.9
global route: 4030 / 529 / 814 / 3.56 / 43.8
floorplan: 2830 / 329 / 427 / 4.32 / -
==> critical path: cells and delay by family <==
kind	cells	cell delay [ns]
adder cells (fa/ha/maj)	1	0.28
AND/OR/NAND/NOR	3	1.19
buffers and inverters	1	0.60
multiplexers	1	0.25
==> power by group <==
| group | internal, uW | switching, uW |
|---|---|---|
| Combinational | 75.7 | 53.1 |
| Clock | 147 | 125 |
| Sequential | 361 | 12.2 |
| Total | 584 | 190 |
==> metal layers <==
metal / vias to the layer above / GRT usage [%] / part of all wire (%)
met4: 0 / 1.13 / 0.40
met2: 100 / 25.0 / 44
met1: 1224 / 25.4 / 48
met5: - / 0 / 0
li1: 1359 / - / -
met3: 2 / 4.69 / 7.4
No activity file was given, so power comes from the tool's default toggle rates.
